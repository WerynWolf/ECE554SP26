--- /design/flow/design.v ---
`timescale 1ns / 1ps
module rom_ctrl(clk, enable, address, data);
    input  logic       clk;
    input  logic       enable;
    input  logic [7:0] address;
    output logic [7:0] data;
    logic [7:0] memory [7:0];
    assign memory[0] = 8'b0010_0010;  
    assign memory[1] = 8'b0010_0011;  
    assign memory[2] = 8'b0011_0010;  
    assign memory[3] = 8'b0011_0011;  
    assign memory[4] = 8'b0111_0010;  
    assign memory[5] = 8'b0011_1001;  
    assign memory[6] = 8'b0111_0110;  
    assign memory[7] = 8'b1011_0011;  
    always_ff @ (posedge clk) begin
        if (enable) begin
            case(address) 
                8'b0000_0001 : data <= memory[0];
                8'b0000_0010 : data <= memory[1];
                8'b0000_0100 : data <= memory[2];
                8'b0000_1000 : data <= memory[3];
                8'b0001_0000 : data <= memory[4];
                8'b0010_0000 : data <= memory[5];
                8'b0100_0000 : data <= memory[6];
                default      : data <= memory[7];
            endcase
        end else begin
            data <= 8'd0;
        end
    end
endmodule
--- /design/flow/config.mk ---
export PLATFORM = sky130hd
export DESIGN_NAME = rom_ctrl
export DESIGN_NICKNAME = rom_ctrl
export VERILOG_FILES = /design/flow/design.v
export SDC_FILE = /design/flow/constraint.sdc
export NUM_CORES = 4
export LEC_CHECK = 1
export CORE_AREA = 10 10 70 70
export DIE_AREA = 0 0 80 80
--- /design/flow/run.sh ---
#!/bin/bash
# OpenROAD 26Q1-2900-gdf79404cd8, Yosys 0.63+post, stock flow scripts
make -C /OpenROAD-flow-scripts/flow DESIGN_CONFIG=/design/flow/config.mk WORK_HOME=/design/flow/orfs finish
--- /design/flow/constraint.sdc ---
current_design rom_ctrl

set clk_period 2.5
set clk_io_pct 0.2

create_clock -name clk0 -period $clk_period [get_ports {clk}]

set non_clock_inputs [all_inputs -no_clocks]
set_input_delay [expr $clk_period * $clk_io_pct] -clock clk0 $non_clock_inputs
set_output_delay [expr $clk_period * $clk_io_pct] -clock clk0 [all_outputs]
==> flow_summary.html <==
<!-- implementation run metrics -->
<table>
<tr><th>Metric</th><th>Value</th></tr>
<tr><th colspan="2">Clock tree</th></tr>
<tr><td>TritonCTS clock tree</td><td>built</td></tr>
<tr><td>Root Buffer Master</td><td>sky130_fd_sc_hd__clkbuf_4</td></tr>
<tr><td>Count of H-tree levels built during CTS</td><td>1</td></tr>
<tr><td>Post-CTS Setup Bufs</td><td>0</td></tr>
<tr><td>CTS max path bufs</td><td>2</td></tr>
<tr><td>Sinks on Clock Net</td><td>8</td></tr>
<tr><td>Clock transition at the register clock pins on the worst setup and hold paths after CTS</td><td>50 ps</td></tr>
<tr><td>Cts repair resizes</td><td>0</td></tr>
<tr><td>Total clock buffers created by CTS</td><td>3</td></tr>
<tr><td>Hold_buf cts</td><td>0</td></tr>
<tr><th colspan="2">Synth</th></tr>
<tr><td>Synth cell types</td><td>21</td></tr>
<tr><td>Chip area estimate from yosys synthesis</td><td>330 um^2</td></tr>
<tr><td>Number of enable-type register cells in the synthesized netlist</td><td>0</td></tr>
<tr><td>Post-synthesis instance total</td><td>32</td></tr>
<tr><td>Dominant cell by count in the synthesized netlist</td><td>sky130_fd_sc_hd__dfxtp_1</td></tr>
<tr><td>Synthesized area per cell</td><td>about 10 um^2</td></tr>
<tr><td>Main area contributors</td><td>sky130_fd_sc_hd__dfxtp_1 48%, sky130_fd_sc_hd__xnor2_1 5.3%, sky130_fd_sc_hd__nor4_2 3.8%</td></tr>
<tr><td>Sequential-to-total area share from yosys stat</td><td>0.485</td></tr>
<tr><td>Share of flip-flops with an asynchronous set or reset</td><td>0</td></tr>
<tr><td>Cell type with the largest total area</td><td>sky130_fd_sc_hd__dfxtp_1</td></tr>
<tr><td>Share of the synthesized area in the top cell type</td><td>0.485</td></tr>
<tr><td>Ys Warns</td><td>2</td></tr>
<tr><td>Number of cell instances after yosys synthesis</td><td>32</td></tr>
<tr><td>Post-synthesis sequential element count</td><td>8</td></tr>
<tr><td>Combined area of all synthesized cells</td><td>330 um^2</td></tr>
<tr><td>Most common library cells after synthesis</td><td>8 x sky130_fd_sc_hd__dfxtp_1, 3 x sky130_fd_sc_hd__nor2_1, 2 x sky130_fd_sc_hd__nor3_1, 2 x sky130_fd_sc_hd__xnor2_1</td></tr>
<tr><td>Dominant register cell in the synthesized netlist</td><td>sky130_fd_sc_hd__dfxtp_1</td></tr>
<tr><th colspan="2">Detailed routing</th></tr>
<tr><td>First-iteration detailed-routing DRC count</td><td>59</td></tr>
<tr><td>Ratio of routed vias to standard cells</td><td>between 3 and 4</td></tr>
<tr><td>Count of vias placed by the detailed router</td><td>~330</td></tr>
<tr><td>Count of inserted antenna diode cells</td><td>0</td></tr>
<tr><td>Post-route DRC violation count</td><td>0</td></tr>
<tr><td>WL final</td><td>approximately 930 um</td></tr>
<tr><td>Antenna violation net count after detailed routing</td><td>0</td></tr>
<tr><td>Pre-Repair DR Iteration Count</td><td>4</td></tr>
<tr><td>Post-DR wirelength/cell</td><td>between 9 and 10 um</td></tr>
<tr><th colspan="2">Placed design</th></tr>
<tr><td>Worst slack at placement</td><td>between 500 and 600 ps</td></tr>
<tr><td>GPL Wtd Cong</td><td>between 0.7 and 0.8</td></tr>
<tr><td>Port Buffer Count</td><td>17</td></tr>
<tr><td>Detailed Place HPWL</td><td>approximately 790 um</td></tr>
<tr><td>Dpl cells</td><td>~95</td></tr>
<tr><th colspan="2">Power</th></tr>
<tr><td>Clock network power share</td><td>0.330</td></tr>
<tr><td>Switching power of the nets</td><td>around 56 uW</td></tr>
<tr><td>Combinational cell fraction of total power</td><td>0.178</td></tr>
<tr><td>PD cells</td><td>473 nW/um^2</td></tr>
<tr><td>Leak</td><td>approximately 0.19 nW</td></tr>
<tr><td>Sequential fraction of design power</td><td>0.492</td></tr>
<tr><td>Sw Share</td><td>0.205</td></tr>
<tr><td>Cell internal power dissipation</td><td>218 uW</td></tr>
<tr><td>Largest voltage drop on the vdd net</td><td>about 0.075 mV</td></tr>
<tr><th colspan="2">STA</th></tr>
<tr><td>Max Fclk</td><td>601 MHz</td></tr>
<tr><td>Smallest setup slack after layout</td><td>about 830 ps</td></tr>
<tr><td>Total Negative Setup Slacks</td><td>0 ps</td></tr>
<tr><td>Final worst path period need</td><td>approximately 1700 ps</td></tr>
<tr><td>Number of pins with negative max-slew slack in the final report</td><td>0</td></tr>
<tr><td>Transition at the pin with the smallest max-transition slack</td><td>between 400 and 500 ps</td></tr>
<tr><td>Worst slew margin</td><td>0.706</td></tr>
<tr><td>Unrepaired setup endpoints after global routing</td><td>no</td></tr>
<tr><td>Hold violation count in the final report</td><td>0</td></tr>
<tr><td>Portion of the clock cycle consumed by the worst path in the final layout</td><td>0.666</td></tr>
<tr><td>Final Setup Violations</td><td>0</td></tr>
<tr><th colspan="2">Die</th></tr>
<tr><td>Total core area</td><td>3420 um^2</td></tr>
<tr><td>Row cnt</td><td>21</td></tr>
<tr><td>Die H</td><td>around 80 um</td></tr>
<tr><td>Die Span X</td><td>approximately 80 um</td></tr>
<tr><td>Die Outline Area</td><td>6400 um^2</td></tr>
<tr><td>Floorplan-stage core utilization</td><td>0.0967</td></tr>
<tr><td>Boundary pin count</td><td>18</td></tr>
<tr><th colspan="2">Hold path</th></tr>
<tr><td>Hold/Removal Path Class</td><td>primary input to register</td></tr>
<tr><th colspan="2">Global route</th></tr>
<tr><td>Via count of the first global-routing pass</td><td>280</td></tr>
<tr><td>Maximum number of pins on one net before global-route repair</td><td>9</td></tr>
<tr><td>GRT Overall Usage</td><td>0.0244</td></tr>
<tr><td>Wire length of the first global-routing pass</td><td>around 1300 um</td></tr>
<tr><td>Grt total ovfl</td><td>0</td></tr>
<tr><td>Number of antenna violations at the first check in global routing</td><td>0</td></tr>
<tr><th colspan="2">Finish</th></tr>
<tr><td>Proportion of layout cells with a drive suffix above 1</td><td>0.0769</td></tr>
<tr><td>Relative area change from synthesis to final layout</td><td>75.8%</td></tr>
<tr><td>Flip-flop count of the largest register, all copies and words added</td><td>8</td></tr>
<tr><td>Filler Cell Count</td><td>slightly below 400</td></tr>
<tr><td>Most flops, register</td><td>data</td></tr>
<tr><td>Top Registers</td><td>data x8</td></tr>
<tr><td>Final Non-Filler Cells</td><td>~100</td></tr>
<tr><td>Share of the core filled with cells</td><td>0.170</td></tr>
<tr><th colspan="2">Worst setup path</th></tr>
<tr><td>Start-to-end type of the worst setup path</td><td>primary input to register</td></tr>
<tr><td>Type of origin of the critical path</td><td>primary input</td></tr>
<tr><td>Kind of cell with the highest combined delay on the critical path</td><td>simple AND/OR/NAND/NOR gates</td></tr>
<tr><td>Crit-path max FO</td><td>5</td></tr>
<tr><td>Data arrival at the endpoint of the critical path</td><td>~1800 ps</td></tr>
<tr><td>Critical path's largest stage delay</td><td>490 ps</td></tr>
<tr><td>Cells along the critical path</td><td>clkdlybuf4s50_1 -&gt; nor4_2 -&gt; nand3b_1 -&gt; o31a_1</td></tr>
<tr><td>Standard cell with the maximum stage delay on the critical path</td><td>sky130_fd_sc_hd__clkdlybuf4s50_1</td></tr>
<tr><td>Worst setup EP type</td><td>register</td></tr>
<tr><td>Count of buffering cells on the critical path with inverters included</td><td>1</td></tr>
<tr><td>Required time worst endpoint</td><td>~2600 ps</td></tr>
<tr><th colspan="2">Outcome</th></tr>
<tr><td>Status</td><td>complete, no violations</td></tr>
<tr><th colspan="2">Flow run</th></tr>
<tr><td>Count of warning messages emitted by the tools</td><td>25</td></tr>
<tr><td>Max-cap violations</td><td>0</td></tr>
</table>
==> layout by cell type (no fill, tap or decap), drive strengths merged <==
cell           instances
a21boi                 1
nor3b                  1
xnor2                  2
nor4                   1
clkdlybuf4s50         17
nand4b                 1
o31a                   1
o2111a                 1
xor2                   1
a31oi                  1
nand3b                 1
clkbuf                 3
or3b                   1
o2111ai                1
dfxtp                  8
nand3                  1
o41ai                  1
o311ai                 1
nor3                   2
inv                    1
nor2                   3
nand2                  1
o21ai                  1
==> power groups by stage <==
stage                 clock (mW)  sequential (mW)  combinational (mW)
after CTS                 0.0955            0.135              0.0489
after global routing       0.103            0.135              0.0527
final                     0.0906            0.135              0.0487
==> final timing paths <==
| kind | startpoint | endpoint | cells after the start |
|---|---|---|---|
| max | address[4] | data[1]$_SDFF_PN0_ | 4 |
| min | enable | data[5]$_SDFF_PN0_ | 1 |
==> per-layer routing <==
metal	up-vias	wire [um]	GRT usage	share of wire
met1	152	309	0.0221	0.33
met4	0	0	0.00528	0
li1	164	-	-	-
met5	-	0	0	0
met2	12	494	0.0457	0.53
met3	0	123	0.0136	0.13
==> final cells by class <==
| class | instances | area [um^2] | share of cell area |
|---|---|---|---|
| timing repair buffer | 17 | 170 | 0.293 |
| multi-input combinational | 23 | 166 | 0.287 |
| sequential | 8 | 160 | 0.276 |
| tap | 46 | 57.6 | 0.0991 |
| clock buffer | 3 | 22.5 | 0.0388 |
| inverter | 1 | 3.75 | 0.00647 |
==> per-stage QoR <==
| stage | total power, mW | area [um^2] | hold WS [ps] |
|---|---|---|---|
| after floorplan | 0.150 | 330 | 528 |
| after global placement | 0.185 | 558 | 1140 |
| after detailed placement | 0.186 | 558 | 1160 |
| after CTS | 0.279 | 581 | 899 |
| after global routing | 0.291 | 581 | 944 |
| final | 0.274 | 581 | 909 |
==> cells by family after synthesis <==
group                     after synthesis  synth area share
AOI/OAI and AO/OA                       8             0.197
buffers and inverters                   1            0.0114
and+or+nand+nor                        12             0.227
DFF                                     8             0.485
xor gates and xnor gates                3            0.0796
Power and IR drop assume default switching activity.
